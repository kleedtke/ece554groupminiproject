==> design.v <==
module tpumac
 #(parameter BITS_AB=8,
   parameter BITS_C=16)
  (
   input clk, rst_n, WrEn, en,
   input signed [BITS_AB-1:0] Ain,
   input signed [BITS_AB-1:0] Bin,
   input signed [BITS_C-1:0] Cin,
   output reg signed [BITS_AB-1:0] Aout,
   output reg signed [BITS_AB-1:0] Bout,
   output reg signed [BITS_C-1:0] Cout
  );
    logic signed [BITS_C-1:0] AB_mult, Cin_reg;
    always_ff @ (posedge clk or negedge rst_n) begin
        if (!rst_n) begin
            Aout <= {BITS_AB{1'b0}};
            Bout <= {BITS_AB{1'b0}};
            Cout <= {BITS_C{1'b0}};
        end
        else begin
            if (en) begin
                Aout <= Ain;
                Bout <= Bin;
                Cout <= Cin_reg;
            end
            else if (WrEn) begin
                Cout <= Cin_reg;
            end
        end
    end
    assign AB_mult = Ain*Bin;
    assign Cin_reg = (WrEn) ? Cin : (AB_mult+Cout);
endmodule
==> run.sh <==
#!/bin/bash
# OpenROAD 26Q1-2900-gdf79404cd8, Yosys 0.63+post, stock flow scripts
make -C /OpenROAD-flow-scripts/flow DESIGN_CONFIG=/design/flow/config.mk WORK_HOME=/design/flow/orfs finish
==> config.mk <==
export PLATFORM = sky130hd
export DESIGN_NAME = tpumac
export DESIGN_NICKNAME = tpumac
export VERILOG_FILES = /design/flow/design.v
export SDC_FILE = /design/flow/constraint.sdc
export NUM_CORES = 4
export LEC_CHECK = 1
export CORE_UTILIZATION = 40
==> constraint.sdc <==
current_design tpumac

set clk_period 6.2
set clk_io_pct 0.2

create_clock -name clk0 -period $clk_period [get_ports {clk}]

set non_clock_inputs [all_inputs -no_clocks]
set_input_delay [expr $clk_period * $clk_io_pct] -clock clk0 $non_clock_inputs
set_output_delay [expr $clk_period * $clk_io_pct] -clock clk0 [all_outputs]
==> run notes <==
Status
- status: completed

Layout
- Cell Count, Final, Fillers Out: 616
- # fillers: 889
- P&R area growth vs syn: 25.0%
- post-route design area: 5220 sq um
- share of layout cells above drive strength 1: 0.0932

Place
- number of port buffers: 67
- GPL Wtd Cong: 0.816
- half-perimeter wire length after placement: 7.13 mm
- placed standard-cell area: 5090 sq um
- Cell Count Post-Placement: 608

Routing
- DR vias: 2,999
- detailed-route DRC error count: 0
- post-DR wirelength/cell: 13.7 microns
- Starting DRT DRC Count: 66
- sum of routed wire length over all layers: 8.45 mm
- per-cell via count in the routed design: 4.87
- number of diodes: 0
- remaining antenna violation count after routing: 0
- iteration count of the initial detailed-routing pass: 4

Timing
- final count of pins violating max slew: 0
- Setup Viol. Count Final: 0
- number of endpoints with negative hold slack in the final report: 0
- Slew @ Worst Pin: 0.483 ns
- period utilisation layout: 0.939
- Setup Total Neg Slack: 0 ns
- post-route clock skew: 0.00461 ns
- Worst Hold Margin: 0.505 ns
- RSZ-0062 raised after global routing: no
- worst max-slew margin expressed relative to the limit: 0.678
- Min Clock Period, post-route: 5.82 ns
- Peak Freq: 0.172 GHz

Pwr
- fraction of power spent switching nets: 0.457
- Net Sw Power: 1.42 mW
- Comb power frac: 0.822
- PD cells: 596 nW/um^2
- overall power: 3.11 mW
- cell-internal power: 1.69 mW
- reported leakage power: 2.53 nW
- sequential share of power: 0.106
- Clk pwr share: 0.072
- worst supply voltage drop on vdd: 630 uV

Setup path
- Worst Path Arrival: 5.99 ns
- worst path cell trace: clkdlybuf4s50_1, and2_1, fa_1, fa_1, fa_1, fa_1, ha_1, ha_1, a21o_2, a21oi_1, o211ai_2, a31oi_1, xnor2_1, o221a_1
- register-to-register setup slack: 1.66 ns
- sort of element at the end of the critical path: flip-flop
- critical path type: input pin to flip-flop
- Crit path top cell by count: sky130_fd_sc_hd__fa_1
- required time at the worst-slack endpoint: 6.37 ns
- Top Family by Delay on Critical Path: adder cells
- crit path launch type: input pin
- CP max-delay cell: sky130_fd_sc_hd__clkdlybuf4s50_1
- crit-path max FO: 9
- delay of the slowest cell on the worst path: 0.67 ns
- CP Buf/Inv Count: 1

Clocking
- maximum number of buffers from clock root to sink: 2
- clock latency of the later-clocked register in the worst-skew pair: 0.29 ns
- depth of the CTS H-tree: 2
- TritonCTS clock tree: yes
- quantity of hold-fixing buffers added after cts: 0
- clock root buffer: sky130_fd_sc_hd__clkbuf_8
- clk slew on worst S/H paths: 0.07 ns
- clock sink count: 32
- number of clock buffers inserted by TritonCTS: 5
- post-cts gate resize count: 0
- buffer count from post-CTS setup fixing: 0

Die
- std cell rows: 36
- die height: 104 microns
- overall chip area: 10,800 sq um
- Core Area: 9950 sq um
- fraction of the core area occupied by cells at floorplan: 0.419
- number of top-level pins: 68
- die width: 104 microns

Yosys
- post-synth design cell area: 4170 sq um
- instance tally after logic synthesis: 402
- Synth Register Bits: 32
- main area contributors: sky130_fd_sc_hd__fa_1 34%, sky130_fd_sc_hd__dfrtp_1 19%, sky130_fd_sc_hd__ha_1 11%, sky130_fd_sc_hd__inv_1 6.4%, sky130_fd_sc_hd__and2_1 4.8%
- summed standard-cell area reported by yosys: 4170 sq um
- Post-Syn Area per Cell: 10.4 sq um
- register area share after synthesis: 0.192
- count of unique library cells instantiated by Yosys: 31
- Area leader share: 0.341
- library cell occupying the most area in the post-synthesis netlist: sky130_fd_sc_hd__fa_1
- Synthesis Warnings: 1
- cell count in the Yosys report: 402

Global route
- number of global-route vias before repair: 3,128
- antenna violations before repair: 0
- wire length of the first global-routing pass: 15.0 mm
- GRT Util Overall: 0.182
- sum of overflow across all layers after global routing: 0
- maximum number of pins on one net before global-route repair: 35

Job
- Max Cap Viol: 0
- tool warning count: 26

Hold path
- class of the tightest hold or removal check: flip-flop to flip-flop

==> worst paths after layout <==
| kind | startpoint | end | cells after the start |
|---|---|---|---|
| min reg2reg | Aout[7] | Aout[7] | 1 |
| max in group asynchronous | rst_n | Cout[8] | 2 |
| max | Bin[1] | Cout[14] | 14 |
| min in group asynchronous | rst_n | Aout[7] | 2 |
| max reg2reg | Cout[6] | Cout[14] | 16 |
| min | Aout[7] | Aout[7] | 1 |
==> layer usage <==
metal	up-vias	GRT usage	share of wire
li1	1422	-	-
met1	1520	0.281	0.44
met2	53	0.290	0.51
met3	4	0.0389	0.045
met4	0	0.0102	0.0050
met5	-	0	0
==> Yosys cell counts <==
cell type / count
sky130_fd_sc_hd__nand3_1: 1
sky130_fd_sc_hd__inv_1: 71
sky130_fd_sc_hd__nand4_1: 2
sky130_fd_sc_hd__ha_1: 37
sky130_fd_sc_hd__buf_2: 2
sky130_fd_sc_hd__or3_1: 2
sky130_fd_sc_hd__clkbuf_1: 9
sky130_fd_sc_hd__mux2i_1: 12
sky130_fd_sc_hd__a31oi_1: 2
sky130_fd_sc_hd__a21o_1: 4
sky130_fd_sc_hd__mux2_2: 16
sky130_fd_sc_hd__a22oi_1: 2
sky130_fd_sc_hd__o211ai_1: 2
sky130_fd_sc_hd__a211oi_1: 1
sky130_fd_sc_hd__o221a_1: 1
sky130_fd_sc_hd__o21bai_1: 3
sky130_fd_sc_hd__fa_1: 71
sky130_fd_sc_hd__nand2_1: 38
sky130_fd_sc_hd__nand2b_1: 2
sky130_fd_sc_hd__a221o_1: 1
sky130_fd_sc_hd__o211ai_2: 1
sky130_fd_sc_hd__and2_1: 32
sky130_fd_sc_hd__clkinv_1: 1
sky130_fd_sc_hd__a21oi_1: 7
sky130_fd_sc_hd__dfrtp_1: 32
sky130_fd_sc_hd__a21oi_2: 1
sky130_fd_sc_hd__o21ai_0: 16
sky130_fd_sc_hd__xor2_1: 1
sky130_fd_sc_hd__xnor2_1: 19
sky130_fd_sc_hd__nor2_1: 12
sky130_fd_sc_hd__a21o_2: 1
==> sequential cells by signal (all words and copies together) (netlist names) <==
signal	count
Cout	16
Bout	8
Aout	8
==> power groups by stage <==
stage | clock network [mW] | registers [mW] | logic (mW)
5_1_grt | 0.241 | 0.340 | 2.93
6_report | 0.223 | 0.330 | 2.56
4_1_cts | 0.232 | 0.333 | 2.61
==> placed cells by master, fill, tap and decap left out, types with 2 or more instances in the layout <==
cell                               n
sky130_fd_sc_hd__clkbuf_8          7
sky130_fd_sc_hd__or3_1             2
sky130_fd_sc_hd__fa_1             71
sky130_fd_sc_hd__nand4_1           2
sky130_fd_sc_hd__a31oi_1           2
sky130_fd_sc_hd__a22oi_1           2
sky130_fd_sc_hd__ha_1             37
sky130_fd_sc_hd__a21oi_1           7
sky130_fd_sc_hd__nand2b_1          2
sky130_fd_sc_hd__inv_1            71
sky130_fd_sc_hd__mux2i_1          12
sky130_fd_sc_hd__nand2_1          38
sky130_fd_sc_hd__clkdlybuf4s50_1  66
sky130_fd_sc_hd__o21ai_0          16
sky130_fd_sc_hd__and2_1           32
sky130_fd_sc_hd__mux2_2           16
sky130_fd_sc_hd__nor2_1           12
sky130_fd_sc_hd__a21o_1            4
sky130_fd_sc_hd__o21bai_1          3
sky130_fd_sc_hd__dfrtp_1          32
sky130_fd_sc_hd__xnor2_1          19
sky130_fd_sc_hd__buf_4            17
sky130_fd_sc_hd__o211ai_1          2
==> through the flow <==
stage	setup slack (ns)	utilization
6_report	0.378	0.524
5_1_grt	0.106	0.524
4_1_cts	0.350	0.524
3_5_place_dp	0.0723	0.511
3_3_place_gp	0.117	0.511
2_1_floorplan	0.489	-
==> worst reg2reg max path: stages (launching register included) <==
cell	delay [ns]
sky130_fd_sc_hd__dfrtp_1	0.38
sky130_fd_sc_hd__inv_1	0.09
sky130_fd_sc_hd__fa_1	0.54
sky130_fd_sc_hd__inv_1	0.05
sky130_fd_sc_hd__fa_1	0.50
sky130_fd_sc_hd__inv_1	0.05
sky130_fd_sc_hd__fa_1	0.49
sky130_fd_sc_hd__inv_1	0.05
sky130_fd_sc_hd__fa_1	0.50
sky130_fd_sc_hd__ha_1	0.31
sky130_fd_sc_hd__ha_1	0.35
sky130_fd_sc_hd__a21o_1	0.21
sky130_fd_sc_hd__a21oi_2	0.23
sky130_fd_sc_hd__o211ai_2	0.14
sky130_fd_sc_hd__a31oi_1	0.22
sky130_fd_sc_hd__xnor2_1	0.09
sky130_fd_sc_hd__o221a_1	0.21
==> area by class of cell <==
type                            count  area, sq um  share of cell area
Clock buffer                        7         96.3              0.0185
Clock inverter                      1         30.0             0.00576
Inverter                           72          270              0.0518
Multi-Input combinational cell    287         3060               0.586
Sequential cell                    32          801               0.154
Tap cell                          133          166              0.0319
Timing Repair Buffer               84          793               0.152
==> cell families after synthesis <==
family | count (synthesis) | share of synthesized area
AND-OR/OR-AND | 42 | 0.0644
XOR/XNOR | 20 | 0.0420
adder cells (fa/ha/maj) | 108 | 0.451
buffers and inverters | 83 | 0.0752
flip-flops | 32 | 0.192
multiplexers | 28 | 0.0719
AND/OR/NAND/NOR | 89 | 0.103
Power is estimated from default activity; no workload was simulated.
